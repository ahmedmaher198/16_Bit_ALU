## design/flow/config.mk

```make
export PLATFORM = sky130hd
export DESIGN_NAME = SHIFT_UNIT
export DESIGN_NICKNAME = SHIFT_UNIT
export VERILOG_FILES = /design/flow/design.v
export SDC_FILE = /design/flow/constraint.sdc
export NUM_CORES = 4
export LEC_CHECK = 1
export CORE_AREA = 10 10 104 104
export DIE_AREA = 0 0 114 114
```

## design/flow/constraint.sdc

```tcl
current_design SHIFT_UNIT

set clk_period 1.0
set clk_io_pct 0.2

create_clock -name clk0 -period $clk_period [get_ports {CLK}]

set non_clock_inputs [all_inputs -no_clocks]
set_input_delay [expr $clk_period * $clk_io_pct] -clock clk0 $non_clock_inputs
set_output_delay [expr $clk_period * $clk_io_pct] -clock clk0 [all_outputs]
```

## design/flow/design.v

```verilog
module SHIFT_UNIT 
#( parameter IN_DATA_WIDTH = 16 ,
             OUT_DATA_WIDTH = 16
)
(
input  wire [IN_DATA_WIDTH-1:0]  A   ,
input  wire [IN_DATA_WIDTH-1:0]  B   ,
input  wire [1:0]                ALU_FUNC ,
input  wire                      CLK ,
input  wire                      RST ,
input  wire                      Shift_enable ,
output reg  [OUT_DATA_WIDTH-1:0] Shift_OUT,
output reg                       Shift_Flag
);
reg [OUT_DATA_WIDTH-1:0]  Shift_OUT_comb  ;
reg                       Shift_Flag_comb ;
always @ (posedge CLK or negedge RST)
 begin 
   if (!RST)
     begin
      Shift_OUT  <= 'b0 ;
      Shift_Flag <= 'b0 ;	
	 end
   else
     begin   
      Shift_OUT  <= Shift_OUT_comb ;
      Shift_Flag <= Shift_Flag_comb ;
	 end
 end	
always @ (*)
 begin 
    Shift_OUT_comb = 1'b0 ;
    Shift_Flag_comb = 1'b0 ;
	if(Shift_enable)
      case (ALU_FUNC)
      2'b00 : begin
              Shift_OUT_comb = A >> 1  ;
              Shift_Flag_comb = 1'b1 ;              
		      end
      2'b01 : begin
              Shift_OUT_comb = A << 1 ;
              Shift_Flag_comb = 1'b1 ;           
		      end
      2'b10 : begin
              Shift_OUT_comb = B >> 1 ;
              Shift_Flag_comb = 1'b1 ;           
		      end
      2'b11 : begin
              Shift_OUT_comb = B << 1 ;
              Shift_Flag_comb = 1'b1 ;           
		      end
      endcase
	else
	 begin
      Shift_OUT_comb = 'b0 ;
      Shift_Flag_comb = 1'b0 ;
     end
 end
 endmodule
```

## design/flow/run.sh

```bash
#!/bin/bash
# OpenROAD 26Q1-2900-gdf79404cd8, Yosys 0.63+post, stock flow scripts
make -C /OpenROAD-flow-scripts/flow DESIGN_CONFIG=/design/flow/config.mk WORK_HOME=/design/flow/orfs finish
```

==> impl_metrics.toml <==
# synthesis and place-and-route metrics
[worst_setup_path]
slowest_stage = "clkdlybuf4s50_1"
cp-start-kind = "input pin"
path_max_fanout = 8
crit_type = "in2reg"
worst_path_largest_cell_delay_ns = 0.41
worst-path-buf-inv = 2
crit_arrival_ns = 1.12
crit_family = "buffers and inverters"
path_cells = "clkdlybuf4s50_1 > nand2b_1 > buf_4 > o22ai_1"
required_ns = 1.17
worstSetupPathDepth = 4
endpoint_kind = "flop"

[final_timing]
finalCritPeriodShare = 0.9509
setup_slack_ns = 0.04905
max_slew_margin = 0.8600
setup_viol = 0
period_minus_slack_ns = 0.9509
hold_ws_ns = 0.1243
hold_viol = 0
max_freq_mhz = 1052
rsz0062_at_grt = "false"
slew_viol_final = 0
worst_slew_pin_slew_ns = 0.2042

[placement]
place_ws_ns = -0.4853
place_congestion = 0.6793
io_buffers = 53

[synthesis]
syn-cell-area_um2 = 732.0
synth.avg_cell_area_um2 = 13.31
synthDistinctLibCells = 9
syn_inst = 55
ys_seq_elements = 17
ys_seq_frac = 0.5812
yosys_cells = 55
ys_chip_area_um2 = 732.0
yosys_warnings = 1

[floorplan]
std_cell_rows = 34
io-pin-count = 54
initCoreUtil = 0.08434
die_height_um = 114
chipArea_um2 = 13000
die_w_um = 114
design.core.area_um2 = 8678

[min_path]
hold_path_class = "in2reg"
whs_path_depth = 1
hp-start = "Shift_enable"
whs_endpoint = "Shift_Flag$_DFF_PN0_"

[global_route]
gr-total-overflow = 0
antenna_found_initial = 0
grtUsageTotal = 0.04583
grt_pass1_wl_um = 4485
grt_pass1_vias = 813
grt_max_degree = 18

[finish]
final_core_util = 0.1684
layout-drive-gt1-share = 0.3158
nFillCells = 993
syn_to_final_growth_pct = 99.66

[clock_network]
cts_root_buf = "clkbuf_8"
htree_num_levels = 1
clkTransAtPathRegs_ns = 0.06
postCtsSetupRepairBufs = 0
clockBufferDepth = 2
cts.sinks = 17
cts_tree = "done"
cts-buffers-inserted = 3

[detailed_routing]
drc_errors = 0
wl_um = 2982
vias_per_cell = 2.995
drt_iter0_markers = 10
n_antenna_cell = 0
wl_per_cell_um = 13.43
ant_nets = 0
drt_first_pass_iters = 2
vias = 665

[power]
p_per_area_nw_per_um2 = 1141
power.leakage_nw = 0.6446
ir_drop_uv = 399.6

[status]
outcome = "complete, no violations"

[job]
maxCapViolCount = 0
warning_count = 25
==> registers in the layout (all words and copies together) (netlist names) <==
name and cells:
Shift_Flag 1, Shift_OUT 16
==> routing by layer <==
| metal | vias up | global-route usage | wire length, µm |
|---|---|---|---|
| li1 | 327 | - | - |
| met1 | 306 | 0.05447 | 1263 |
| met2 | 30 | 0.08125 | 1530 |
| met3 | 2 | 0.01435 | 179 |
| met4 | 0 | 0.005013 | 8 |
| met5 | - | 0 | 0 |
==> power by group <==
group          switching (mW)  internal (mW)  total (mW)
clock network           0.242          0.276       0.518
registers              0.0101          0.736       0.746
logic                   0.139          0.264       0.403
total                   0.391           1.28        1.67
==> synth_stat cells <==
| library cell | number | area, µm² |
|---|---|---|
| buf_6 | 1 | 11.26 |
| mux2i_1 | 16 | 160.2 |
| nand2b_1 | 1 | 6.260 |
| o22ai_1 | 14 | 87.58 |
| nor2_1 | 2 | 7.510 |
| buf_12 | 1 | 20.02 |
| buf_2 | 2 | 10.01 |
| dfrtp_1 | 17 | 425.4 |
| nand2_1 | 1 | 3.750 |
==> timing repair <==
action,4_1_cts,5_1_grt
setup endpoints to repair,33,9
resized,72,5
hold buffers,0,0
pin swaps,0,0
cloned,1,0
==> layout by cell type, fill, tap and decap left out, types with 2 or more instances in the layout <==
master / synthesis / layout
buf_4: 0 / 2
clkdlybuf4s50_1: 0 / 34
clkbuf_8: 0 / 3
mux2i_2: 0 / 7
buf_12: 1 / 3
nor2_1: 2 / 2
dfrtp_1: 17 / 17
clkbuf_2: 0 / 2
buf_2: 2 / 16
mux2i_1: 16 / 8
o22ai_1: 14 / 14
==> worst max path at each step <==
stage     slack (ns)            startpoint                      to
4_1_cts        0.002  Shift_Flag$_DFF_PN0_              Shift_Flag
5_1_grt        0.007           ALU_FUNC[0]  Shift_OUT[6]$_DFF_PN0_
6_report        0.05           ALU_FUNC[0]  Shift_OUT[2]$_DFF_PN0_
==> through the flow <==
| stage | cell area [µm²] | power [mW] | TNS [ns] | instances |
|---|---|---|---|---|
| floorplan | 732.0 | 0.8685 | 0 | 55 |
| global placement | 1431 | 1.182 | -6.144 | 217 |
| CTS | 1461 | 1.692 | 0 | 222 |
| global route | 1461 | 1.776 | 0 | 222 |
| detailed placement | 1431 | 1.184 | -6.247 | 217 |
| finish | 1461 | 1.667 | 0 | 222 |
==> logic make-up after synthesis <==
family,Yosys count,synth area share
mux,16,0.2188
flops,17,0.5812
simple gates,4,0.02394
buf+inv,4,0.05641
compound gates,14,0.1197
==> cell type report <==
class                      instances  area (µm²)  area share
multi-input combinational         34       304.0      0.2080
clock buffer                       3       41.29     0.02825
timing repair buffer              59       550.5      0.3767
clock inverter                     1       5.005    0.003425
tap                              108       135.1     0.09247
sequential                        17       425.4      0.2911
Power and IR drop assume default switching activity.

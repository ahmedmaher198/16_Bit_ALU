--- ./design.v ---
module CMP_UNIT 
#( parameter IN_DATA_WIDTH  = 16,
             OUT_DATA_WIDTH = 16
)
(
input  wire [IN_DATA_WIDTH-1:0]   A   ,
input  wire [IN_DATA_WIDTH-1:0]   B   ,
input  wire [1:0]                 ALU_FUNC ,
input  wire                       CLK ,
input  wire                       RST ,
input  wire                       CMP_enable ,
output reg  [OUT_DATA_WIDTH-1:0]  CMP_OUT ,
output reg                        CMP_Flag
);
reg [OUT_DATA_WIDTH-1:0]  CMP_OUT_comb  ;
reg                       CMP_Flag_comb ;
always @ (posedge CLK or negedge RST)
 begin 
   if (!RST)
     begin
      CMP_OUT  <= 'b0 ;
      CMP_Flag <= 'b0 ;	
	 end
   else
     begin   
      CMP_OUT  <= CMP_OUT_comb ;
      CMP_Flag <= CMP_Flag_comb ;
	 end
 end	
always @ (*)
 begin 
    CMP_OUT_comb = 1'b0 ;
    CMP_Flag_comb = 1'b0 ;
	if(CMP_enable)
      case (ALU_FUNC)
      2'b00 : begin
              CMP_OUT_comb = 'b0  ;
              CMP_Flag_comb = 1'b1 ;              
		      end
      2'b01 : begin
              CMP_Flag_comb = 1'b1 ;  
              if (A==B)
                CMP_OUT_comb = 'b1;
              else
                CMP_OUT_comb = 'b0;			  
		      end
      2'b10 : begin
              CMP_Flag_comb = 1'b1 ;  
              if (A>B)
                CMP_OUT_comb = 'b10;
              else
                CMP_OUT_comb = 'b0;			  
		      end
      2'b11 : begin
              CMP_Flag_comb = 1'b1 ; 
              if (A<B)
                CMP_OUT_comb = 'b11;
              else
                CMP_OUT_comb = 'b0;			  
		      end
      endcase
	else
	 begin
      CMP_OUT_comb = 'b0 ;
      CMP_Flag_comb = 1'b0 ;
     end
 end
 endmodule
--- ./run.sh ---
#!/bin/bash
# OpenROAD 26Q1-2900-gdf79404cd8, Yosys 0.63+post, stock flow scripts
make -C /OpenROAD-flow-scripts/flow DESIGN_CONFIG=/design/flow/config.mk WORK_HOME=/design/flow/orfs finish
--- ./config.mk ---
export PLATFORM = sky130hd
export DESIGN_NAME = CMP_UNIT
export DESIGN_NICKNAME = CMP_UNIT
export VERILOG_FILES = /design/flow/design.v
export SDC_FILE = /design/flow/constraint.sdc
export NUM_CORES = 4
export LEC_CHECK = 1
export CORE_AREA = 10 10 70 70
export DIE_AREA = 0 0 80 80
--- ./constraint.sdc ---
current_design CMP_UNIT

set clk_period 1.0
set clk_io_pct 0.2

create_clock -name clk0 -period $clk_period [get_ports {CLK}]

set non_clock_inputs [all_inputs -no_clocks]
set_input_delay [expr $clk_period * $clk_io_pct] -clock clk0 $non_clock_inputs
set_output_delay [expr $clk_period * $clk_io_pct] -clock clk0 [all_outputs]
==> impl_metrics.yaml <==
# generated from flow reports
logic_synthesis:
  synth_sequential_area_ratio_pct: 11.7
  netlist_area_sq_um: 644
  post_synth_inst_count: 85
  synth.yosys.num_cells: 85
  share_of_the_synthesized_area_in_the_top_cell_type_pct: 31.1
  top_cells_by_area: "sky130_fd_sc_hd__ha_1, sky130_fd_sc_hd__buf_4, sky130_fd_sc_hd__dfrtp_1"
  yosysWarningCount: 1
  synth_flops: 3
  syn_avg_cell_area_sq_um: 7.58
  yosysChipArea_sq_um: 644
  synth.distinct_cells: 22
  cell_type_with_the_highest_aggregate_area_in_the_netlist: "sky130_fd_sc_hd__ha_1"
worst_hold_path:
  hold_class: "primary input to async pin"
grt:
  grt-ovfl-total: 0
  first_global_vias: 836
  antenna_violations_before_repair: 0
  grt_start_max_net_pins: 5
  grtUsageTotal_pct: 6.25
  grt_first_pass_wirelength_um: 3440
route:
  postRouteAntennaNets: 0
  drt-initial-drc-count: 10
  wl_um: 2080
  route.detailed.drc: 0
  dr.pass1.iters: 2
  detailroute.via_count: 683
  drt-vias-per-instance: 3.90
  wl_per_cell_um: 11.9
  antenna_cells: 0
critical_path:
  worstPathRequired_ns: 1.16
  timing.setup.critical_path_class: "primary input to register"
  critical_path.max_fanout: 2
  path_cells: "clkdlybuf4s15_1 > inv_2 > ha_4 > nand2_4 > nor4_4 > o21ai_2 > nand3_2 > mux2i_1"
  cp-end-kind: "register"
  slowest_stage_delay_cp_ns: 0.28
  timing.critical_path.slowest_stage_cell: "sky130_fd_sc_hd__nor4_4"
  startpoint_type_of_the_worst_setup_path: "primary input"
  arrival_ns: 1.38
sta:
  fmax_mhz: 819
  finalWorstSetupSlack_ns: -0.222
  rsz0062_at_grt: "yes"
  period_minus_slack_ns: 1.22
  timing_hold_violations_final: 0
  timing.final.crit_share_pct: 122
  report.final.slew_viol_count: 0
  timing.setup.tns_ns: -0.377
  setup-violations-final: 2
pwr:
  power.density_cell_area_nw_per_um2: 618
  total_leakage_power_nw: 0.619
  irDropWorstVdd_v: 0.000265
die:
  floorplan.io_pins: 54
  floorplan.core_area_sq_um: 3420
  floorplan.die.width_um: 80
  die_y_um: 80
  floorplan.die_area_sq_um: 6400
  floorplan.core_util_pct: 18.9
  placement_rows: 21
place:
  place_congestion: 0.815
  dp_cells: 170
  buffer_ports.inserted: 39
  detailedPlacementHpwl_um: 1740
clock_network:
  clk_pin_slew_worst_paths_ns: 0.04
  clock_tree.htree_level_count: 1
  cts_buffer_depth: 2
  cts.hold.buffers_added: 0
  clock_tree.root_cell: "sky130_fd_sc_hd__clkbuf_4"
  cts-buffers-inserted: 3
  tritoncts_clock_tree: "built"
  cts.sink_count: 3
final_layout:
  nFillCells: 344
  finalCoreUtilization_pct: 37.4
  multi_input_comb_area_sq_um: 691
  drive_above_1_share_pct: 54.3
  area_growth_pct: 98.3
  non_filler_cells_in_the_finished_layout: 175
  layout.area.seq_sq_um: 75.1
outcome:
  outcome: "complete, but fails checks"
  violations: "negative setup slack"
job:
  stage_log_warnings: 28
  max_cap_violation_count: 0
## cells in the final DEF, fill, tap and decap left out, drive strengths merged
master,count
a21o,1
a21oi,8
buf,10
clkbuf,20
clkdlybuf4s15,3
clkdlybuf4s50,4
conb,14
dfrtp,3
dlygate4sd2,5
dlymetal6s2s,3
ha,16
inv,18
mux2i,1
nand2,8
nand2b,1
nand3,2
nand3b,1
nand4,2
nand4b,1
nor2,2
nor4,1
o21ai,4
o22ai,1
## cell usage after synthesis
cell type / number
sky130_fd_sc_hd__a21o_1: 1
sky130_fd_sc_hd__a21oi_1: 8
sky130_fd_sc_hd__buf_4: 14
sky130_fd_sc_hd__conb_1: 1
sky130_fd_sc_hd__dfrtp_1: 3
sky130_fd_sc_hd__ha_1: 16
sky130_fd_sc_hd__inv_1: 18
sky130_fd_sc_hd__mux2i_1: 1
sky130_fd_sc_hd__nand2_1: 7
sky130_fd_sc_hd__nand2_2: 1
sky130_fd_sc_hd__nand2b_1: 1
sky130_fd_sc_hd__nand3_1: 1
sky130_fd_sc_hd__nand3_2: 1
sky130_fd_sc_hd__nand3b_1: 1
sky130_fd_sc_hd__nand4_1: 1
sky130_fd_sc_hd__nand4_2: 1
sky130_fd_sc_hd__nand4b_1: 1
sky130_fd_sc_hd__nor2_1: 2
sky130_fd_sc_hd__nor4_2: 1
sky130_fd_sc_hd__o21ai_0: 1
sky130_fd_sc_hd__o21ai_1: 3
sky130_fd_sc_hd__o22ai_1: 1
## stage by stage
| step | setup WS, ns | total power [mW] | area [sq um] | hold slack, ns |
|---|---|---|---|---|
| 2_1_floorplan | -0.287 | 0.318 | 763 | -0.0956 |
| 3_3_place_gp | -1.02 | 0.487 | 1110 | 0.391 |
| 3_5_place_dp | -1.07 | 0.490 | 1110 | 0.395 |
| 4_1_cts | -0.287 | 0.779 | 1270 | 0.145 |
| 5_1_grt | -0.335 | 0.874 | 1280 | 0.144 |
| 6_report | -0.222 | 0.790 | 1280 | 0.149 |
## repair_timing
item / in CTS / in global routing
setup buffers: 0 / 1
setup endpoints to repair: 5 / 4
hold endpoints to repair: 0 / 0
pin swaps: 19 / 21
gates resized: 94 / 44
cloned: 0 / 0
## where the power goes
part	switching [mW]	leakage, nW	internal (mW)
logic	0.195	0.566	0.251
registers	0.00210	0.0388	0.128
clock network	0.0635	0.0150	0.150
total	0.261	0.619	0.529
## flip-flops by register name (all words and copies together) (netlist names)
| signal | cells |
|---|---|
| CMP_Flag | 1 |
| CMP_OUT | 2 |
## critical path: cells and delay by family
family	cells	cell delay, ns
fa+ha+maj	1	0.26
compound gates	1	0.09
simple gates	3	0.42
buf+inv	2	0.22
mux	1	0.18
## how the worst max path moves through the flow
stage | slack [ns] | cells past startpoint | end | start
6_report | -0.22 | 8 | CMP_OUT[1]$_DFF_PN0_ | B[4]
5_1_grt | -0.33 | 8 | CMP_OUT[1]$_DFF_PN0_ | B[14]
4_1_cts | -0.29 | 8 | CMP_OUT[1]$_DFF_PN0_ | B[9]
## final cells by class
cell class | count | share of cell area (%)
multi-input combinational | 63 | 54.1
timing repair buffer | 41 | 26.6
inverter | 18 | 6.86
sequential | 3 | 5.88
tap | 46 | 4.51
clock buffer | 4 | 2.06
## routing by layer
layer	global-route usage (%)	wire, um	vias up
met1	7.71	949	301
met5	0	0	-
met2	10.1	860	39
met3	2.73	254	2
li1	-	-	341
met4	0.704	18	0
## cell families (layout without fill, tap and decap cells)
family                   count (synthesis)  after routing  share of synthesized area [%]
buffers and inverters                   32             63                           26.8
AND/OR/NAND/NOR                         18             18                           16.9
multiplexers                             1              1                           1.55
flip-flops                               3              3                           11.7
AND-OR/OR-AND                           14             14                           11.5
other                                    1             14                          0.582
adder cells (fa/ha/maj)                 16             16                           31.1
Power and IR drop assume default switching activity.
